## /design/flow/config.mk

```make
export PLATFORM = sky130hd
export DESIGN_NAME = insReg
export DESIGN_NICKNAME = insReg
export VERILOG_FILES = /design/flow/design.v
export SDC_FILE = /design/flow/constraint.sdc
export NUM_CORES = 4
export LEC_CHECK = 1
export CORE_AREA = 10 10 100 100
export DIE_AREA = 0 0 110 110
```

## /design/flow/constraint.sdc

```tcl
current_design insReg

set clk_period 1.0
set clk_io_pct 0.2

create_clock -name clk0 -period $clk_period [get_ports {clk}]

set non_clock_inputs [all_inputs -no_clocks]
set_input_delay [expr $clk_period * $clk_io_pct] -clock clk0 $non_clock_inputs
set_output_delay [expr $clk_period * $clk_io_pct] -clock clk0 [all_outputs]
```

## /design/flow/design.v

```verilog
module insReg ( clk, loadIR, insin, address, opcode);
input clk;
input loadIR;
input [15:0] insin;
output [11:0] address;
output [3:0] opcode;
reg [11:0] address;
reg [3:0] opcode;
reg [15:0] temp;
always@(posedge clk)
begin
	if(loadIR == 1) begin
	temp <= insin;
	end
address <= temp[11:0];
opcode <= temp[15:12];
end
endmodule
```

## /design/flow/run.sh

```bash
#!/bin/bash
# OpenROAD 26Q1-2900-gdf79404cd8, Yosys 0.63+post, stock flow scripts
make -C /OpenROAD-flow-scripts/flow DESIGN_CONFIG=/design/flow/config.mk WORK_HOME=/design/flow/orfs finish
```

==> flow_results.org <==
* Implementation run

** Run status
- The run finished with clean final reports.

** Clock network
- Clock tree root driver cell :: sky130_fd_sc_hd__clkbuf_8
- In this run the number of H-tree levels came out at 2.
- Clk latency of the worst-skew pair :: 0.27 ns
- In this run the post-CTS setup repair buffer count came out at 0.
- For this design, the CTS-stage hold fixing added 0 buffers.
- Number of clock sinks :: 32
- Counting along the longest clock path gives a buffer depth of 2.
- For reference, the clock transition at the flip-flops on the worst setup and hold paths is 0.06 ns.
- Counting the buffers created by CTS gives 5.
- TritonCTS built the clock tree.

** Placement
- Worst setup slack before clock tree synthesis :: -0.1614 ns
- Total of buffers placed on input and output ports :: 33
- Placed instance count :: 169
- Placer's final routability congestion estimate :: 0.6767
- After legalization and detailed placement, the total HPWL measured 1268 µm.

** Timing
- Fmax :: 1.052 GHz
- In the finished design, the share of the clock period the worst path needs comes to 95.02%.
- In this run the tightest slew margin relative to its limit is 92.80%.
- RSZ-0062 raised after global routing :: false
- The final layout reports a setup TNS of 0 ns.
- Max-slew check failures listed in the final report amount to 0.
- In the post-route analysis, the smallest setup slack over all paths is 0.04984 ns.
- Looking at the max-slew report, the worst-margin pin has a slew of 0.1080 ns.
- Worst Hold Margin :: 0.3373 ns
- Subtracting the final worst setup slack from the clock period gives 0.9502 ns.
- Worst clock skew on the final layout :: 0.001438 ns
- The final timing report counts setup violations totalling 0.
- Number of hold violations in the final report :: 0

** Synthesis
- Synthesis instantiated 2 different standard cells from the library.
- Biggest area contributors in the synthesized netlist :: sky130_fd_sc_hd__edfxtp_1 (60%), sky130_fd_sc_hd__dfxtp_1 (40%)
- Portion of the post-synthesis area used by sequential elements :: 100.0%
- Summed standard-cell area reported by yosys :: 800.8 µm²
- In this run the cell area of the synthesized design comes to 800.8 µm².
- The cell type that accounts for the most area after synthesis is sky130_fd_sc_hd__edfxtp_1.
- Yosys stat cell total :: 32
- The synthesized design contains 32 register bits.
- Counting the warning lines in the Yosys log gives 1.
- Top-area cell type share of the netlist area :: 60.00%
- After technology mapping, the gate count stands at 32.
- Synth Area per Inst :: 25.02 µm²

** Final layout
- Tally of filler cells in the layout :: 857
- The flow measured a signed area growth from synthesis to layout of 70.47%.
- Logic Gate Count :: 0
- Measured on the finished design, the core utilization comes to 17.48%.
- The layout summary lists the proportion of cells stronger than drive strength 1 as 12.00%.
- Summing all flip-flop and latch instances after layout gives 802.0 µm².
- For this run, the number of standard cells in the final layout without fillers is 177.
- The area taken by multi-input combinational cells is reported as 0 µm².

** GRT
- The number of antenna violations at the first check in global routing is 0.
- The first global-routing pass estimated 1883 µm of wire.
- Total overflow reported by the global router :: 0
- The via count of the first global-routing pass was 381.
- Aggregate global-route resource usage :: 2.083%
- Entering global routing, the biggest net connects 10 pins.

** Worst setup path
- Worst path max stage delay :: 0.31 ns
- Per STA, the worst path accumulates the most delay in the family flip-flops.
- For reference, the most critical setup path is categorized as flip-flop to output port.
- STA classifies the critical path endpoint as an output port.
- Highest fanout seen on the critical path :: 1
- Along the critical path, the tally of buffer and inverter instances is 1.
- The data required time reported for the critical path is 0.80 ns.
- STA classifies the critical path startpoint as a flip-flop.
- For the worst setup path, the data arrival time is 0.75 ns.
- Crit path cell chain :: clkdlybuf4s15_1
- Looking at the critical path, the single cell with the biggest stage delay is sky130_fd_sc_hd__dfxtp_1.

** Route
- Via density per instance :: 2.232
- In the post-route report, total wirelength is listed as 1536 µm.
- Wire length per cell after detailed routing :: 8.678 µm
- After the first detailed-routing iteration, the DRC count stood at 7.
- Residual DRC count :: 0
- N_diodes :: 0
- Antenna Violating Nets Remaining :: 0
- The detailed router placed 395 vias in this run.
- Detailed-routing iteration count for the pre-antenna-repair pass :: 2

** Die
- The report lists the number of standard-cell rows as 32.
- In this run the full chip footprint comes out at 12,100 µm².
- Chip height :: 110 µm
- Area of the core :: 7807 µm²
- Measured along the x axis, the die boundary spans 110 µm.
- Top-Level Pins :: 34
- Floorplan utilization :: 10.26%

** Hold path
- STA reports the tightest min-delay check as being of type flip-flop to flip-flop.

** Flow run
- The number of warnings reported in the stage logs is 25.
- Max-cap violations :: 0

** Pwr
- The analysis reports a worst IR drop on VDD of 0.0004269 V.
- The analysis attributes to cell leakage a power of 0.4861 nW.
- In this run the power density over the cells is 1912 nW/µm².
## area by class of cell
class	count	area share (%)
sequential	32	58.75
timing repair buffer	35	25.30
clock buffer	8	6.599
tap	102	9.349
## stage by stage
| step | cell area (µm²) | power, mW |
|---|---|---|
| 5_1_grt | 1365 | 2.722 |
| 2_1_floorplan | 800.8 | 1.519 |
| 6_report | 1365 | 2.610 |
| 4_1_cts | 1364 | 2.648 |
| 3_5_place_dp | 1274 | 1.717 |
| 3_3_place_gp | 1274 | 1.715 |
## routing by layer
| metal | up-vias | GRT usage, % | wire [µm] | share of wire (%) |
|---|---|---|---|---|
| li1 | 195 | - | - | - |
| met1 | 164 | 2.083 | 571 | 37 |
| met2 | 33 | 3.302 | 613 | 40 |
| met3 | 3 | 1.586 | 320 | 21 |
| met4 | 0 | 0.6506 | 30 | 2.0 |
| met5 | - | 0 | 0 | 0 |
## registers in the layout, indices dropped and copies added, names as in the netlist
name     flops
temp        16
address     12
opcode       4
## cells in the final DEF, fill, tap and decap left out, drive strengths merged
cell / instances
dfxtp: 16
clkbuf: 8
clkdlybuf4s50: 17
edfxtp: 16
clkdlybuf4s15: 16
buf: 2
## synthesized netlist by cell type
cell / number
sky130_fd_sc_hd__dfxtp_1: 16
sky130_fd_sc_hd__edfxtp_1: 16
## path summary, 6_finish.rpt
kind / start / slack (ns) / cells past startpoint / end
worst max-delay path: address[5] / 0.05 / 1 / address[5]
worst min-delay path: temp[3] / 0.34 / 0 / address[3]
worst max register to register: temp[11] / 0.52 / 0 / address[11]
worst min register to register: temp[3] / 0.34 / 0 / address[3]
## report_power, final
group | leakage, nW | internal, mW | switching (mW) | total (mW)
registers | 0.292 | 1.49 | 0.0202 | 1.51
clock network | 0.0455 | 0.559 | 0.390 | 0.949
logic | 0.149 | 0.120 | 0.0344 | 0.154
## timing repair
item	4_1_cts	5_1_grt
gates resized	32	1
endpoints found under the setup margin	16	1
pin swaps	0	0
## kinds of logic (layout without fill, tap and decap cells)
group                  count (synthesis)  after routing  synth area share, %
buffers and inverters                  0             43                    0
DFF                                   32             32                100.0
Power and IR drop assume default switching activity.
