$ cat flow/run.sh
#!/bin/bash
# OpenROAD 26Q1-2900-gdf79404cd8, Yosys 0.63+post, stock flow scripts
make -C /OpenROAD-flow-scripts/flow DESIGN_CONFIG=/design/flow/config.mk WORK_HOME=/design/flow/orfs finish
$ cat flow/config.mk
export PLATFORM = sky130hd
export DESIGN_NAME = PC
export DESIGN_NICKNAME = PC
export VERILOG_FILES = /design/flow/design.v
export SDC_FILE = /design/flow/constraint.sdc
export NUM_CORES = 4
export LEC_CHECK = 1
export CORE_AREA = 10 10 89 89
export DIE_AREA = 0 0 99 99
$ cat flow/constraint.sdc
current_design PC

set clk_period 3.0
set clk_io_pct 0.2

create_clock -name clk0 -period $clk_period [get_ports {clk}]

set non_clock_inputs [all_inputs -no_clocks]
set_input_delay [expr $clk_period * $clk_io_pct] -clock clk0 $non_clock_inputs
set_output_delay [expr $clk_period * $clk_io_pct] -clock clk0 [all_outputs]
$ cat flow/design.v
module PC(clk, loadPC, incPC, address, execadd);
input clk;
input loadPC;
input incPC;
input [11:0] address;
output [11:0] execadd;
reg [11:0] execadd;
reg [11:0] temp;
always@( posedge clk)
begin
	if ( loadPC == 0 && incPC == 0 ) begin
	temp <= 12'h000;
	end
	else if (loadPC == 1 && incPC == 0 ) begin
	temp <= address;
	end
	else if (loadPC == 0 && incPC == 1 ) begin
	temp <= temp + 12'h001;
	end
	else begin
	temp <= temp;
	end
	execadd <= temp;
end
endmodule
==> results_dict.tcl <==
# collected from the flow reports
set metrics [dict create \
    cp_cell_sequence "clkdlybuf4s50_1, inv_1, ha_1, nor2b_1, and2b_1, mux2i_1, a21oi_1" \
    overflow 0 \
    rr_worst_depth 5 \
    cts_tree "yes" \
    core_util_floorplan_pct 16.8 \
    slew_viol_final 0 \
    critPathCapture "temp[11]$_SDFFE_PP0P_" \
    place.detailed.hpwl_um 1890 \
    cts.sinks 24 \
    dr_total_vias 825 \
    first_pass_iters 4 \
    numSynthFlops 24 \
    fin_util_pct 23.5 \
    synth_warnings 1 \
    top_area_share_pct 47.8 \
    flop_cell "dfxtp_1" \
    syn_area_um2 1000 \
    drive_above_1_share_pct 8.59 \
    cts_resized 0 \
    postCtsSetupBuffers 0 \
    yosysTopAreaCell "dfxtp_1" \
    tightest_slew_ns 0.664 \
    status "finished, final reports clean" \
    rows 28 \
    rr_endpoint "temp[6]$_SDFFE_PP0P_" \
    fillers 628 \
    drt-initial-drc-count 116 \
    power_density_nw_per_um2 596 \
    synth_chip_area_um2 1000 \
    cts.path.max_buffers 2 \
    r2r_start "temp[0]$_SDFFE_PP0P_" \
    postRouteAntennaNets 0 \
    hold_class "register to register" \
    cp_slowest_stage_delay_ns 0.55 \
    wl_um 2490 \
    clkTransAtPathRegs_ns 0.08 \
    async_reset_ff_share_pct 0 \
    fin_crit_sh_pct 76.2 \
    ys_seq_share_pct 47.8 \
    routedWlPerCell_um 12.3 \
    fmax_ghz 0.437 \
    antenna_found_initial 0 \
    hold_viol 0 \
    p_leak_nw 0.527 \
    grt_pass1_vias 752 \
    clkPwrFrac_pct 33.1 \
    htree_levels 1 \
    r2r_slack_ns 1.43 \
    yosys-top-cells-area "dfxtp_1 (48%), ha_1 (3.7%), nor2_1 (3.7%)" \
    grt.total_usage_pct 5.00 \
    internal_power_mw 0.645 \
    io_pins 27 \
    root_buffer "clkbuf_8" \
    fin_crit_ns 2.29 \
    postSynthCellCount 102 \
    relSlewSlack_pct 55.8 \
    grt_pass1_wl_um 4080 \
    place.gp.congestion 0.803 \
    insertedDiodeCount 0 \
    crit_fanout 15 \
    cts_buffers 3 \
    ir_drop_v 0.000312 \
    dieArea_um2 9800 \
    routed_via_density 4.06 \
    io_buffers 26 \
    drc 0 \
    die_h_um 99 \
    insertion_delay_ns 0.26 \
    maxCapViolations 0 \
    switching_share_pct 23.1 \
    cp.required_ns 3.20 \
    grt_max_degree 22 \
    edf_count 0 \
    cp.arrival_ns 2.49 \
    yosys-stat-cells 102 \
    yosys-top-cells-count "dfxtp_1 (24), nor2_1 (10), o21ai_0 (7), nand2_1 (5)" \
    critical-path-slowest-cell "ha_1" \
    combPwrFrac_pct 18.4 \
    finalSetupTns_ns 0 \
    ctsHoldBuffers 0 \
    areaGrowthSynthToFinish_pct 40.0 \
    post-synth-top-count-cell "dfxtp_1" \
    warnings 26 \
    path_class "input pin to register" \
    critPathLaunchType "input pin" \
    synth_cell_types 35 \
    clock_skew_ns 0.00469 \
    rsz0062_at_grt "false" \
    cp-end-kind "register" \
    power_switching_mw 0.194 \
    core-area_um2 5990 \
    finalSetupViolations 0 \
    cp-startpoint "loadPC" \
    die_w_um 99 \
    seq_power_share_pct 48.6 \
    avgSynthCellArea_um2 9.85 \
]
==> critical path: cells and delay by family <==
family | cells | cell delay, ns
AOI/OAI and AO/OA | 1 | 0.12
adders and majority gates | 1 | 0.55
buffers and inverters | 2 | 0.53
muxes | 1 | 0.06
and+or+nand+nor | 2 | 0.63
==> per-stage QoR <==
step                      instances  power, mW  hold slack [ns]  instance area [um^2]  worst slack [ns]
after floorplan                 102      0.478            0.350                  1000              1.37
after global placement          199      0.570            0.376                  1340             0.531
after detailed placement        199      0.570            0.369                  1340             0.501
after CTS                       203      0.851            0.386                  1410             0.757
after global routing            203      0.888            0.399                  1410             0.581
final                           203      0.839            0.382                  1410             0.714
==> how the worst min path moves through the flow <==
stage / start / to / cells past startpoint
finish: temp[11]$_SDFFE_PP0P_ / execadd[11]$_DFF_P_ / 0
CTS: temp[11]$_SDFFE_PP0P_ / execadd[11]$_DFF_P_ / 0
global route: temp[8]$_SDFFE_PP0P_ / execadd[8]$_DFF_P_ / 0
==> power groups by stage <==
stage	combinational (mW)	sequential (mW)	clock, mW
finish	0.154	0.407	0.277
global route	0.172	0.416	0.300
CTS	0.156	0.408	0.286
==> state kept, by name, summed over array words and instances (netlist names) <==
name     count
execadd     12
temp        12
==> routing by layer <==
metal	part of all wire (%)	up-vias	global-route usage, %
met2	39	30	6.61
met4	0.56	0	0.441
met3	7.9	2	1.97
li1	-	428	-
met5	0	-	0
met1	53	365	7.63
==> cell type report <==
type                       instances  area, um^2  area share (%)
multi-input combinational         69         478            34.0
tap                               75        93.8            6.67
sequential                        24         480            34.2
inverter                           4        15.0            1.07
clock inverter                     1        30.0            2.14
timing repair buffer              27         268            19.0
clock buffer                       3        41.3            2.94
==> kinds of logic after synthesis <==
kind of cell / share of synthesized area, %
buffers and inverters: 4.61
AOI/OAI and AO/OA: 22.5
adders and majority gates: 3.74
muxes: 1.99
DFF: 47.8
and+or+nand+nor: 19.3
==> placed cells by master (no fill, tap or decap), drive strengths merged, types with 2 or more instances in the layout <==
master and instances:
a21oi 4, nand4 3, dfxtp 24, and3 4
nor3 2, clkbuf 3, a22o 2, o21ai 7
inv 4, nand2 5, clkdlybuf4s50 26, mux2i 2
a311oi 3, ha 3, a22oi 3, nor2 11
nor2b 4, a211oi 4
Power and IR drop assume default switching activity.
