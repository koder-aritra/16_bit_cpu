**/design/flow/config.mk**
```make
export PLATFORM = sky130hd
export DESIGN_NAME = muxA
export DESIGN_NICKNAME = muxA
export VERILOG_FILES = /design/flow/design.v
export SDC_FILE = /design/flow/constraint.sdc
export NUM_CORES = 4
export LEC_CHECK = 1
export CORE_AREA = 10 10 85 85
export DIE_AREA = 0 0 95 95
```
**/design/flow/constraint.sdc**
```tcl
current_design muxA

set clk_period 1.0
set clk_io_pct 0.2

create_clock -name clk0 -period $clk_period [get_ports {clk}]

set non_clock_inputs [all_inputs -no_clocks]
set_input_delay [expr $clk_period * $clk_io_pct] -clock clk0 $non_clock_inputs
set_output_delay [expr $clk_period * $clk_io_pct] -clock clk0 [all_outputs]
```
**/design/flow/design.v**
```verilog
module muxA ( clk, in1, in2, sel, outA);
input clk;
input [31:0] in1;
input [15:0] in2;
input sel;
output [31:0] outA;
reg [31:0] outA;
always@(posedge clk)
begin
	if ( sel == 1 ) begin
	outA <= in1;
	end
	else if ( sel == 0) begin
	outA <= {16'b0000000000000000 , in2};
	end
end
endmodule
```
**/design/flow/run.sh**
```bash
#!/bin/bash
# OpenROAD 26Q1-2900-gdf79404cd8, Yosys 0.63+post, stock flow scripts
make -C /OpenROAD-flow-scripts/flow DESIGN_CONFIG=/design/flow/config.mk WORK_HOME=/design/flow/orfs finish
```
==> ci_impl_report.md <==
### Metrics collected by this job

| Metric | Value |
|---|---|
| Critical-path cell list | clkdlybuf4s15_1 |
| Critical path's largest stage delay | between 0.3 and 0.4 ns |
| PnR worst setup slack | 0.0426 ns |
| CTS max path bufs | 2 |
| Largest area contributor in the netlist | dfxtp_1 |
| Critical path class | reg2out |
| Worst Hold Launch | in1[19] |
| Max Slew Vio Count | 0 |
| Core Area | roughly 5500 um2 |
| Synth Cell Area | ~950 um2 |
| Initial antenna violation count | 0 |
| Worst hold path type | in2reg |
| RePlAce Congestion | slightly below 0.7 |
| Final Total Pwr | roughly 2800 uW |
| Worst Tran Pin Value | approximately 0.15 ns |
| FF+latch count, synth | 32 |
| RSZ-0062 raised after global routing | no |
| VDD IR max | 0.420 mV |
| Tool warnings | 25 |
| Max reg flops | 32 |
| Core occupancy in the finished layout | a little over a third |
| DRT Pass-1 Iters | 2 |
| Die W | ~95 um |
| CTS Buf Count | 5 |
| Highest-count logic cell in the final layout | clkdlybuf4s50_1 |
| CP arrival | ~0.76 ns |
| Buffers & Inverters on Critical Path | 1 |
| Max FO, Critical Path | 1 |
| Synth Seq Share | 67.5% |
| Die area | between 9000 and 10000 um2 |
| FP Util | approximately 17% |
| Critical Path Source | outA[27]$_SDFF_PN0_ |
| Row cnt | 27 |
| CTS HTree Levels | 2 |
| Cycle use final | a little over nine tenths |
| Commonest non-fill, non-tap cells in the layout | 48 x clkdlybuf4s50_1, 28 x dfxtp_1, 23 x clkdlybuf4s15_1 |
| Crit. path cell count | 1 |
| Largest delay share family, worst path | flip-flops |
| Gate Count Post-Synth | 67 |
| CTS tree | yes |
| Worst slack, placed | -0.373 ns |
| Status | finished, final reports clean |
| Root Buffer | clkbuf_8 |
| Final Hold Viols | 0 |
| Startpoint class of the critical path | register |
| Max-cap violation count | 0 |
| Yosys warnings | 1 |
| Dpl cells | around 220 |
| Top cells, area | dfxtp_1 68%, mux2_2 19%, and2_1 11%, buf_6 2.4%, buf_2 0.53% |
| Slowest stage cell, crit path | dfxtp_1 |
| Required time worst endpoint | 0.80 ns |
| Number of global-route vias before repair | ~800 |
| Share of cells above drive strength 1 | around a quarter |
| Largest net degree at the start of global routing | 15 |
| Routed len/inst | around 14 um |
| WL final | ~3100 um |
| Setup TNS | 0 ns |
| CP endpoint kind | output pin |
| Clk pin slew, worst setup/hold paths | 0.06 ns |
| Yosys cell count | roughly 67 |
| Leakage power | 0.000788 uW |
| Vias | 801 |
| Fmax achieved | between 1000 and 1500 MHz |
| Diode count | 0 |
| Top cell type's share of synthesized area | about two thirds |
| DRC Markers | 0 |
| Post-route minimum period | approximately 0.96 ns |
| DR iter-0 viols | 4 |
| Largest registers | outA x32 |
| Port Buf Inserts | a little over 80 |
| Die Ht | approximately 95 um |
| Power Dens Cells | between 1000 and 1500 nW/um2 |
| Area growth syn-to-layout | 104% |
| Reg with most FFs | outA |
| Synth Area per Inst | around 14 um2 |
| Yosys chip area | approximately 950 um2 |
| # clock sinks | 32 |
| HPWL after detailed placement | 2470 um |
| Final ANT Viol Nets | 0 |
| Non-filler instance count after layout | between 200 and 250 |
| Final Setup Violations | 0 |
| Post-synth cell types | 5 |
| First-pass GRT wire length | 4460 um |
| GRT Util Overall | between 6 and 7% |
| # IOs | 82 |
| Slew headroom | 90.3% |
| Vias per cell | ~3.5 |
| Total gr overflow | 0 |
| Hold depth | 2 |
Yosys cell counts:
cell type	count
and2_1	16
buf_2	1
buf_6	2
dfxtp_1	32
mux2_2	16
metrics by stage:
| step | hold slack [ns] | instance area (um2) |
|---|---|---|
| 2_1_floorplan | 0.327 | 948 |
| 3_3_place_gp | 0.783 | 1850 |
| 3_5_place_dp | 0.788 | 1850 |
| 4_1_cts | 0.488 | 1960 |
| 5_1_grt | 0.490 | 1930 |
| 6_report | 0.498 | 1930 |
report_power, final:
| part | leakage, uW | internal, uW | switching, uW |
|---|---|---|---|
| Clock | 0.0000455 | 561 | 438 |
| Combinational | 0.000474 | 331 | 76.5 |
| Sequential | 0.000268 | 1360 | 19.3 |
| Total | 0.000788 | 2250 | 534 |
routing by layer:
metal	up-vias	track usage, %	routed length, um
met4	0	1.25	61
met3	6	2.96	336
met5	-	0	0
li1	391	-	-
met2	43	10.9	1560
met1	361	6.84	1130
logic make-up after synthesis:
group / after synthesis / synth area share, %
simple gates: 16 / 10.6
buf+inv: 3 / 2.90
mux: 16 / 19.0
flops: 32 / 67.5
layout make-up:
cell class / count / area [um2]
fillers: 579 / 3540
repair buffers: 84 / 825
flip-flops and latches: 32 / 646
multi-input cells: 32 / 280
clock buffers: 8 / 90.1
well taps: 72 / 90.1
worst paths after layout:
kind | slack [ns] | end
max | 0.04 | outA[27]
min | 0.50 | outA[19]$_SDFF_PN0_
repair_timing:
item | in CTS | in global routing
gates cloned | 1 | 0
setup endpoints to repair | 48 | 9
resized | 69 | 11
buffers inserted | 0 | 0
hold buffers | 0 | 0
pin swaps | 0 | 0
No activity file was given, so power comes from the tool's default toggle rates.
